==> flow/design.v <==
`timescale 1ns / 1ps
module clk_div(input clk, output reg clk_div);
    reg [31:0] cnt;
    always @ (posedge clk)
        if (cnt==32'd100000000)
            begin
                cnt<=0;
                clk_div<=~clk_div;
            end
        else
            cnt<=cnt+1;
endmodule
==> flow/run.sh <==
#!/bin/bash
# OpenROAD 26Q1-2900-gdf79404cd8, Yosys 0.63+post, stock flow scripts
make -C /OpenROAD-flow-scripts/flow DESIGN_CONFIG=/design/flow/config.mk WORK_HOME=/design/flow/orfs finish
==> flow/config.mk <==
export PLATFORM = sky130hd
export DESIGN_NAME = clk_div
export DESIGN_NICKNAME = clk_div
export VERILOG_FILES = /design/flow/design.v
export SDC_FILE = /design/flow/constraint.sdc
export NUM_CORES = 4
export LEC_CHECK = 1
export CORE_AREA = 10 10 95 95
export DIE_AREA = 0 0 105 105
==> flow/constraint.sdc <==
current_design clk_div

set clk_period 4.0
set clk_io_pct 0.2

create_clock -name clk0 -period $clk_period [get_ports {clk}]

set non_clock_inputs [all_inputs -no_clocks]
set_input_delay [expr $clk_period * $clk_io_pct] -clock clk0 $non_clock_inputs
set_output_delay [expr $clk_period * $clk_io_pct] -clock clk0 [all_outputs]
==> qor.yml <==
synthesis:
  ys_warn_count: 1
  async_reset_ff_share_pct: 0
  postSynthSeqShare_pct: 43.4
  common_cells: "dfxtp_1 (32), nand3_1 (16), xnor2_1 (14)"
  synth_stat.cells: 165
  syn-instance-count: 165
  synth_area_um2: 1540
  ys.flop_type: "dfxtp_1"
  top_area_share_pct: 41.5
  post-synth-top-count-cell: "dfxtp_1"
  postSynthAreaPerCell_um2: 9.36
  ys_types: 36
  yosys_area_um2: 1540
  synth_flop_count: 33
  top_cells_by_area: "dfxtp_1 (41%), xnor2_1 (7.9%), nand3_1 (5.2%), xor2_1 (3.4%), nor4_2 (3.2%)"
  synth_top_cell_by_area: "dfxtp_1"
  synth-edff-count: 1
pwr:
  peakVddDrop_uv: 110
  combinationalPowerShare_pct: 0
  switchingPower_mw: 0.113
  p_total_mw: 0.566
  switching_share_pct: 19.9
  intPower_mw: 0.453
  power_density_nw_per_um2: 329
  leakagePower_nw: 0.585
  p_seq_share_pct: 58.3
  power.share.clock_pct: 41.7
sta:
  worst_pin_slew_ns: 0.934
  fmax_mhz: 429
  grt_setup_unrepaired: "false"
  hold_violations: 0
  post-route-min-period_ns: 2.33
  finalSetupViolations: 0
  relSlewSlack_pct: 37.2
  maxSlewViolCount: 0
  min_period_over_period_pct: 58.2
  fin_tns_setup_ns: 0
  fin_worst_skew_ns: 0.00687
  holdWs_ns: 0.459
route:
  avgRoutedWirePerCell_um: 10.7
  vias: 1150
  totalWireLength_um: 2840
  drc: 0
  n_antenna_cell: 0
  antenna_left: 0
  drt_iter0_drc: 55
  firstDrtPassIters: 4
  vias_per_cell: 4.34
clocking:
  ctsHoldBuffers: 0
  cts_resized: 0
  cts_sinks: 33
  clock_latency_ns: 0.28
  h-tree-depth: 2
  cts_setup_buffers: 0
  clockRootBuffer: "clkbuf_8"
  cts_tree: "done"
  cts_max_path_buffers: 2
  clk_pin_slew_ns: 0.07
  cts_inserted_buffers: 5
floorplanning:
  dieArea_um2: 11000
  core_um2: 6910
  ios: 2
  fp.dieW_um: 105
  initCoreUtil_pct: 22.4
  dieHeight_um: 105
  rows: 30
grt:
  overflow: 0
  grt_max_degree: 14
  antenna_found_initial: 0
  grt_pass1_wl_um: 5250
  grt_usage_pct: 5.37
  grt_pass1_vias: 1142
flow_run:
  tool_warnings: 26
  maxCapViolations: 0
place:
  gp_congestion: 0.818
  hpwl_um: 2010
  portBuffers: 1
finish:
  seqCellArea_um2: 671
  num-fill-cells: 762
  comb_area_um2: 803
  area_growth_pct: 11.5
  drive_gt1_share_pct: 10.7
worst_setup_path:
  cpPeakStageDelay_ns: 0.74
  path_class: "reg -> reg"
  critPathArrivalTime_ns: 2.50
  startpoint_type: "flip-flop"
  crit_fanout: 8
  cp_data_required_time_ns: 4.17
  critPathSlowestCell: "nor3_1"
  worstPathCellList: "inv_1 -> ha_1 -> nor4b_1 -> nand3_1 -> nor3_1 -> buf_4 -> nor2_1"
  endpoint_kind: "flip-flop"
hold_path:
  hp-class: "reg -> reg"
status:
  status: "finished, final reports clean"
==> sequential cells by signal, summed over array words and instances, names as in the netlist <==
name	cells
cnt	32
clk_div	1
==> cell type report <==
cell class | count | share of cell area [%]
multi-input cells | 118 | 46.7
flip-flops and latches | 33 | 39.0
well taps | 96 | 6.98
clock buffers | 8 | 4.65
inverters | 8 | 1.74
repair buffers | 2 | 1.02
==> power groups by stage <==
stage | clock network, mW | logic (mW) | registers [mW]
4_1_cts | 0.243 | 0.000000276 | 0.330
5_1_grt | 0.254 | 0.000000276 | 0.330
6_report | 0.236 | 0.000000276 | 0.330
==> worst max-delay path, delay by kind of cell, from the launching register on <==
| family | cells | cell delay, ns |
|---|---|---|
| fa+ha+maj | 1 | 0.16 |
| buf+inv | 2 | 0.36 |
| flops | 1 | 0.36 |
| simple gates | 4 | 1.33 |
==> cells by family (layout without fill, tap and decap cells) <==
kind of cell	after synthesis	count (layout)	share of synthesized area (%)
flops	33	33	43.4
fa+ha+maj	2	2	1.62
simple gates	76	76	31.2
compound gates	20	20	7.86
xor+xnor	20	20	11.3
buf+inv	14	18	4.54
==> layer usage <==
metal | part of all wire [%] | track usage, %
met4 | 2.2 | 1.18
met2 | 42 | 8.23
met1 | 53 | 7.67
met3 | 3.1 | 0.994
met5 | 0 | 0
==> placed cells by master, fill, tap and decap left out, types with 4 or more instances in the layout <==
master,instances
nor2_1,6
nand4_1,6
dfxtp_1,32
a21oi_1,7
nand3_1,16
o21ai_0,6
xor2_1,6
inv_1,8
clkbuf_8,5
nand2_1,12
nor4_1,4
nor4_2,4
or3_1,5
xnor2_1,14
==> through the flow <==
stage | util (%) | cells | worst slack [ns] | instance area [um^2]
after floorplan | - | 165 | 2.18 | 1540
after global placement | 23.8 | 257 | 1.60 | 1640
final | 24.9 | 265 | 1.67 | 1720
after CTS | 24.9 | 265 | 1.69 | 1720
after global routing | 24.9 | 265 | 1.46 | 1720
after detailed placement | 23.8 | 257 | 1.71 | 1640
==> path summary, 6_finish.rpt <==
check                               end  slack (ns)  cells past startpoint  startpoint
worst max-delay path             cnt[8]        1.67                      7      cnt[0]
worst min-delay path            cnt[31]        0.46                      1     cnt[31]
worst max register to register   cnt[8]        1.67                      7      cnt[0]
worst min register to register  cnt[31]        0.46                      1     cnt[31]
Power and IR drop assume default switching activity.
