==> design.v <==
`timescale 1ns/1ps
module rolling_SSD (input clk, output reg [3:0] an, output reg [6:0] seg); 
	parameter cntmax=1000;
	parameter cntmax2=32'd100000000;
	reg [9:0] cnt;
	reg [3:0] ann=4'b1110;
	reg [1:0] state=0;
	reg [31:0] cnt2;
	always @ (posedge clk)
if (cnt2==cntmax2)
begin
	cnt2<=0;
	ann<={ann[2:0],ann[3]};
	an<=ann;
end
else
begin
	if (cnt==cntmax)
	begin
		if (state==0)
		begin
			cnt<=0;
			ann<={ann[2:0],ann[3]};
			an<=ann;
			seg<=7'b0000110;
			state<=state+1;
		end
	        else if (state==1)
		begin
			cnt<=0;
			ann<={ann[2:0],ann[3]};
			an<=ann;
			seg<=7'b1000001;
			state<=state+1;
		end
		else if(state==2)
		begin
			cnt<=0;
			ann<={ann[2:0],ann[3]};
			an<=ann;
			seg<=7'b1000000;
			state<=state+1;
		end
		else if (state==3)
		begin
			cnt<=0;
			ann<={ann[2:0],ann[3]};
			an<=ann;
			seg<=7'b1000111;
			state<=0;
		end
	end
	else cnt<=cnt+1;
	cnt2<=cnt2+1;
end
endmodule
==> run.sh <==
#!/bin/bash
# OpenROAD 26Q1-2900-gdf79404cd8, Yosys 0.63+post, stock flow scripts
make -C /OpenROAD-flow-scripts/flow DESIGN_CONFIG=/design/flow/config.mk WORK_HOME=/design/flow/orfs finish
==> config.mk <==
export PLATFORM = sky130hd
export DESIGN_NAME = rolling_SSD
export DESIGN_NICKNAME = rolling_SSD
export VERILOG_FILES = /design/flow/design.v
export SDC_FILE = /design/flow/constraint.sdc
export NUM_CORES = 4
export LEC_CHECK = 1
export CORE_UTILIZATION = 40
==> constraint.sdc <==
current_design rolling_SSD

set clk_period 7.0
set clk_io_pct 0.2

create_clock -name clk0 -period $clk_period [get_ports {clk}]

set non_clock_inputs [all_inputs -no_clocks]
set_input_delay [expr $clk_period * $clk_io_pct] -clock clk0 $non_clock_inputs
set_output_delay [expr $clk_period * $clk_io_pct] -clock clk0 [all_outputs]
==> impl_metrics.toml <==
# generated from flow reports
[synth]
ys_seq_elements = 55
post_synth_num_cell_types = 44
flop_cell = "dfxtp_1"
synthesis.area_sq_mm = 0.00272
synth_cells = 271
ys_cells = 271
synth-edff-count = 23
yosysWarnings = 1
synth.avg_cell_area_sq_um = 10.0
synthArstFlopShare_pct = 0
ys_seq_share_pct = 49.0
yosys.stat.chipArea_sq_mm = 0.00272

[grt]
grt_util_met1_pct = 21.3
overflow = 0
antenna_found_initial = 0
grt.met3_usage_pct = 2.09
grtUsageMet2_pct = 22.4
grt_usage_pct = 13.8
grt_pass1_vias = 1720
globalRoute.busiestLayer = "met2"
grt_max_degree = 19
grt_pass1_wl_um = 7820

[cts]
cts_hold_buf = 0
clockBufferDepth = 2
post_cts_resize_count = 0
numCtsBuffers = 5
cts_tree = "built"
insertion_delay_ns = 0.30
cts_setup_buffers = 0
cts.sinks = 55
htreeDepth = 2
clockRootBuffer = "clkbuf_8"
clk_pin_slew_ns = 0.10

[floorplanning]
die_h_um = 84.4
ioPinCount = 12
die_area_sq_mm = 0.00712
fp_util_pct = 42.1
core_area_sq_mm = 0.00646
die_width_um = 84.4
row_count = 29

[setup_path]
r2r_end = "ann[3]"
rr_worst_depth = 5
cp-start-kind = "register"
worst_setup_path_end_kind = "register"
critPathLaunch = "cnt2[3]"
worstPathMaxFanout = 8
crit_arrival_ns = 2.68
cp_slowest_cell = "nor3_1"
cp.required_ns = 6.99
ff2ff_setup_slack_ns = 4.31
reg2reg_from = "cnt2[3]"
path_cells = "nor4_1 > nand4_1 > nor3_1 > buf_4 > a21o_1"
slowest_delay_ns = 0.81
crit_type = "register to register"

[layout]
drive_gt1_share_pct = 7.89
fin_util_pct = 45.4
lay_top_count = "dfxtp_1"
synthToLayoutAreaGrowth_pct = 8.01
final_area_sq_mm = 0.00293
final_cell_mix = "dfxtp_1 (32), nor2_1 (25), edfxtp_1 (23), xnor2_1 (21), nand3_1 (18)"

[placement]
place.gp.congestion = 0.856
place.detailed.hpwl_um = 3310
placed_cell_area_sq_mm = 0.00284
place.port_buffers = 8

[sta]
rsz0062_at_grt = "no"
fin_setup_tns_ns = 0
hold_viol_final = 0
worst_slew_pin_slew_ns = 0.931
slew_violations = 0
holdWs_ns = 0.458
setup_violations = 0
skew_ns = 0.00476
period_minus_slack_ns = 2.69
max_freq_mhz = 371
final.period_utilization_pct = 38.5
maxSlewHeadroom_pct = 37.5

[worst_hold_path]
hold_start = "ann[0]"
hold_end = "an[0]"
hold_class = "register to register"
whs_path_depth = 0

[detailed_routing]
drt_iter0_markers = 88
vias_per_cell = 5.37
wl_um = 4640
firstDrtPassIters = 25
vias = 1911
drc = 0
ant_nets = 0
antennaDiodeCount = 0
wl_per_cell_um = 13.0

[power]
leakagePower_nw = 1.05
vdd_ir_drop_max_mv = 0.0805
power_density_mw_per_mm2 = 172
power_uw = 506

[outcome]
outcome = "finished, final reports clean"

[run]
warnings = 31
maxCapViolCount = 0
==> worst max-delay path: cells and delay by family (launching register included) <==
kind                   cells  cell delay [ns]
flip-flops                 1             0.40
buffers and inverters      1             0.28
AND-OR/OR-AND              1             0.27
AND/OR/NAND/NOR            3             1.42
==> cell families (layout without fill, tap and decap cells) <==
family          count (synthesis)  in the layout  share of synthesized area, %
simple gates                  129            129                          27.4
buf+inv                        26             32                          4.74
flops                          55             55                          49.0
compound gates                 20             20                          4.47
xor+xnor                       29             29                          9.35
mux                             2              2                         0.783
fa+ha+maj                       9              9                          4.15
other cells                     1              3                         0.138
==> through the flow <==
stage	setup slack (ns)	std cells
6_report	4.31	356
3_5_place_dp	4.33	348
5_1_grt	4.03	356
4_1_cts	4.30	356
2_1_floorplan	4.97	273
3_3_place_gp	4.38	348
==> sequential cells by signal, summed over array words and instances, names as in the netlist <==
name / count
an: 4
ann: 4
cnt: 10
cnt2: 32
seg: 3
state: 2
==> cells in the mapped netlist (2+ instances only) <==
cell | instances | area share (%)
a21oi_1 | 7 | 1.3
and2_1 | 3 | 0.69
and3_2 | 2 | 0.55
buf_2 | 3 | 0.55
buf_4 | 5 | 1.4
clkbuf_1 | 3 | 0.41
dfxtp_1 | 32 | 24
edfxtp_1 | 23 | 25
ha_1 | 9 | 4.1
inv_1 | 13 | 1.8
nand2_1 | 15 | 2.1
nand3_1 | 18 | 3.3
nand4_1 | 14 | 3.2
nand4_4 | 2 | 1.6
nand4b_1 | 2 | 0.64
nor2_1 | 25 | 3.5
nor2b_1 | 4 | 0.92
nor3_1 | 11 | 2.0
nor4_1 | 12 | 2.8
nor4b_1 | 4 | 1.3
nor4bb_1 | 3 | 1.1
o21ai_0 | 6 | 1.1
or2_2 | 2 | 0.46
or3_1 | 5 | 1.2
or4_1 | 2 | 0.55
xnor2_1 | 21 | 6.8
xor2_1 | 8 | 2.6
==> cell type report <==
cell class / instances / area (sq um)
repair buffers: 11 / 103
clock buffers: 5 / 68.8
multi-input cells: 192 / 1260
inverters: 13 / 48.8
clock inverters: 3 / 22.5
flip-flops and latches: 55 / 1330
fillers: 602 / 3520
well taps: 77 / 96.3
==> metal layers <==
metal	wire length [um]	up-vias	part of all wire (%)
met5	0	-	0
li1	-	985	-
met2	2090	27	45
met1	2380	888	51
met4	42	0	0.90
met3	133	11	2.9
==> how the worst max path moves through the flow <==
stage | end | depth (start not counted)
final | ann[3] | 5
after global routing | an[0] | 5
after CTS | an[3] | 5
==> where the power goes <==
part	total (mW)	internal [mW]	switching (mW)
Sequential	0.331	0.331	0
Clock	0.175	0.0725	0.103
Combinational	0.0000307	0	0.0000302
No activity file was given, so power comes from the tool's default toggle rates.
