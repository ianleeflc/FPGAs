==> run.sh <==
#!/bin/bash
# OpenROAD 26Q1-2900-gdf79404cd8, Yosys 0.63+post, stock flow scripts
make -C /OpenROAD-flow-scripts/flow DESIGN_CONFIG=/design/flow/config.mk WORK_HOME=/design/flow/orfs finish
==> config.mk <==
export PLATFORM = sky130hd
export DESIGN_NAME = disp
export DESIGN_NICKNAME = disp
export VERILOG_FILES = /design/flow/design.v
export SDC_FILE = /design/flow/constraint.sdc
export NUM_CORES = 4
export LEC_CHECK = 1
export CORE_AREA = 10 10 111 111
export DIE_AREA = 0 0 121 121
==> constraint.sdc <==
current_design disp

set clk_period 6.6
set clk_io_pct 0.2

create_clock -name clk0 -period $clk_period [get_ports {clk}]

set non_clock_inputs [all_inputs -no_clocks]
set_input_delay [expr $clk_period * $clk_io_pct] -clock clk0 $non_clock_inputs
set_output_delay [expr $clk_period * $clk_io_pct] -clock clk0 [all_outputs]
==> design.v <==
`timescale 1ns/1ps
module disp(input clk, input [3:0] digit, output reg [6:0] seg, output reg [3:0] an);
     parameter cntmax=32'd1000000;
     reg [31:0] cnt;
     reg [3:0] ann=4'b1101;
     always @ (posedge clk)
        if ((cnt==cntmax) & (ann[1]==0) & digit[3]==1)
        begin
            an<=ann;
            cnt<=0;
            seg<=7'b0111111;
            ann<={ann[3], ann[2], ann[0], ann[1]};
            an<=ann;
        end
        else if ((cnt==cntmax) & (ann[1]==0) & digit[3]==0)   
        begin
            cnt<=0;
            seg<=7'b1111111;
            ann<={ann[3], ann[2], ann[0], ann[1]};
            an<=ann;          
        end
        else if ((cnt==cntmax) & (ann[0]==0))
        begin
            an<=ann;
            cnt<=0;
            case (digit)
              7'b0000: seg=7'b1000000;  
              7'b0001: seg=7'b1111001;  
              7'b0010: seg=7'b0100100;  
              7'b0011: seg=7'b0110000;  
              7'b0100: seg=7'b0011001;  
              7'b0101: seg=7'b0010010;  
              7'b0110: seg=7'b0000010;  
              7'b0111: seg=7'b1111000;  
              7'b1000: seg=7'b0000000;  
              7'b1001: seg=7'b1111000;  
              7'b1010: seg=7'b0000010;  
              7'b1011: seg=7'b0010010;  
              7'b1100: seg=7'b0011001;  
              7'b1101: seg=7'b0110000;  
              7'b1110: seg=7'b0100100;  
              7'b1111: seg=7'b1111001;  
           endcase
            ann<={ann[3], ann[2], ann[0], ann[1]};
            an<=ann;
        end  
        else cnt<=cnt+1; 
 endmodule
==> results.cfg <==
; flow metrics
[status]
status = finished, final reports clean

[clock_network]
clockRootBuffer = clkbuf_8
clock_path_buffers = 2
htree_levels = 2
tritoncts = done
post_cts_buffers = 0
insertion_delay_ns = 0.29
cts_buffers = 5
cts.clk_slew.worst_paths_ns = 0.08
cts.sinks = 43
cts-resized-gates = 0
hold_buffers = 0

[drt]
first_pass_iters = 4
antennaDiodeCount = 0
viasPerCell = 3.80
drtAntennaViolNets = 0
routed_wl_um = 3470
vias = 1341
drt_iter0_drc = 84
drc = 0
wl_per_cell_um = 9.82

[synthesis]
synth_cells = 203
yosysUniqueCellTypes = 32
ys_cells = 203
ys_warn_count = 1
yosys_area_um2 = 1940
ys_seq_share = 0.464
synth.cell_area_um2 = 1940
ys.flops = 43
syn_avg_cell_area_um2 = 9.57

[final_timing]
setup_viol = 0
hold_violations = 0
setup_tns_ns = 0
timing.fmax_mhz = 389
relSlewSlack = 0.612
rsz0062_at_grt = no
period_used_share = 0.389
finalCriticalPeriod_ns = 2.57
tightest_slew_ns = 0.581
drv_slew = 0
fin_skew_ns = 0.00377
setup_ws_ns = 4.03

[floorplan]
chipArea_um2 = 14600
fp_util = 0.197
rows = 36
die_h_um = 121
fp.dieW_um = 121
ioPinCount = 16
coreArea_um2 = 9860

[pwr]
p_switching_w = 0.0000939
swShare = 0.216
internal_power_w = 0.000342
leakage_nw = 0.878
power_per_cell_area_nw_per_um2 = 190
comb_power_share = 0.031
pwr-share-clk = 0.365
peakVddDrop_v = 0.0000773
seqPwrFrac = 0.604

[place]
place_area_um2 = 2210
gp_congestion = 0.782
post-dp-hpwl_um = 2550
dp_slack_ns = 3.72
numPortBuffers = 13

[critical_path]
criticalPathCategory = input pin to flip-flop
critical-path-top-delay-family = buffers and inverters
arrival_ns = 2.74
rr_endpoint = an[0]
cp_slowest_cell = clkdlybuf4s50_1
crit_required_ns = 6.77
crit_chain = clkdlybuf4s50_1 > inv_1 > ha_1 > mux2_2 > o21ai_0 > a2bb2oi_1
path_buffers = 2
r2r_cells = 6
max_stage_delay_ns = 0.59
cp-start-kind = input pin
crit_path_end_kind = flip-flop
reg2reg_slack_ns = 4.39
worstPathMaxFanout = 7
r2r-start = cnt[0]

[layout]
lay_top_cells = 39 x dfxtp_1, 27 x nor2_1, 19 x xor2_1
drive_gt1_frac = 0.0682
syn2layout_area_growth_pct = 18.0
layout_top_cell = dfxtp_1
final_cell_area_um2 = 2290

[global_routing]
antenna_found_initial = 0
grt_use_total = 0.0497
grt_pass1_vias = 1346
gr-total-overflow = 0
grt_pass1_wl_um = 6260
grt_max_degree = 21

[hold_path]
hold_depth = 1
hold_path.class = flip-flop to flip-flop
min_from = cnt[0]
holdPathEnd = cnt[0]

[run]
timing.max_cap.violations = 0
warning_count = 31
[cell families (layout without fill, tap and decap cells)]
group	count (synthesis)	in the layout	share of synthesized area
buf+inv	15	31	0.0367
other cells	1	2	0.00193
mux	1	1	0.00580
simple gates	84	84	0.227
fa+ha+maj	8	8	0.0515
xor+xnor	31	31	0.140
flops	43	43	0.464
compound gates	20	20	0.0735
[state kept, by name, summed over array words and instances (netlist names)]
name	flops
cnt	32
seg	7
an	2
ann	2
[synthesized netlist by cell type (all sizes together)]
| cell type | instances | area (um^2) |
|---|---|---|
| dfxtp | 39 | 781 |
| nor2 | 27 | 101 |
| xor2 | 19 | 166 |
| nand2 | 17 | 63.8 |
| xnor2 | 12 | 105 |
| nand4 | 11 | 75.1 |
| inv | 10 | 37.5 |
| o21ai | 9 | 45.0 |
| ha | 8 | 100 |
| nand3 | 8 | 40.0 |
| a2bb2oi | 6 | 52.6 |
| nor3 | 6 | 56.3 |
| nor4 | 5 | 31.3 |
| edfxtp | 4 | 120 |
| and3 | 3 | 18.8 |
| buf | 3 | 26.3 |
| a21oi | 2 | 21.3 |
| and4 | 2 | 17.5 |
| clkbuf | 2 | 7.51 |
| nor2b | 2 | 12.5 |
| nor4b | 2 | 17.5 |
| a21boi | 1 | 7.51 |
| a221o | 1 | 10.0 |
| a31oi | 1 | 6.26 |
| conb | 1 | 3.75 |
| mux2 | 1 | 11.3 |
| nand2b | 1 | 6.26 |
[final cells by class]
| class | count | area (um^2) |
|---|---|---|
| clock inverters | 3 | 15.0 |
| multi-input cells | 146 | 973 |
| well taps | 133 | 166 |
| flip-flops and latches | 43 | 901 |
| repair buffers | 13 | 130 |
| clock buffers | 5 | 68.8 |
| inverters | 10 | 37.5 |
| fillers | 1045 | 7570 |
[worst max-delay path by stage]
| stage | slack [ns] | startpoint | depth (start not counted) | to |
|---|---|---|---|---|
| finish | 4.03 | digit[1] | 6 | seg[0] |
| CTS | 4.05 | digit[1] | 6 | seg[0] |
| global route | 3.95 | digit[1] | 6 | seg[0] |
[per-stage QoR]
step | hold slack (ns) | std cells | total power [W] | utilization
after floorplan | 0.418 | 204 | 0.000278 | -
after global placement | 0.443 | 345 | 0.000282 | 0.224
after detailed placement | 0.452 | 345 | 0.000282 | 0.224
after CTS | 0.467 | 353 | 0.000440 | 0.232
after global routing | 0.483 | 353 | 0.000461 | 0.232
final | 0.464 | 353 | 0.000435 | 0.232
[power by group through the flow]
stage / combinational (W) / clock (W) / sequential [W]
4_1_cts: 0.0000134 / 0.000164 / 0.000263
5_1_grt: 0.0000154 / 0.000182 / 0.000263
6_report: 0.0000135 / 0.000159 / 0.000263
[routing by layer]
metal  global-route usage  routed length [um]  vias up
met1               0.0716                1860      606
met4              0.00377                  26        0
met3               0.0142                 124        6
li1                     -                   -      720
met2               0.0755                1460        9
met5                    0                   0        -
[worst reg2reg max path: cells and delay by family, from the launching register on]
kind	cells	cell delay [ns]
compound gates	1	0.59
fa+ha+maj	1	0.13
buf+inv	1	0.06
flops	1	0.34
simple gates	3	0.74
Power figures rest on the tool's default switching activity, not on a simulated workload.
